--- ./run.sh ---
#!/bin/bash
# OpenROAD 26Q1-2900-gdf79404cd8, Yosys 0.63+post, stock flow scripts
make -C /OpenROAD-flow-scripts/flow DESIGN_CONFIG=/design/flow/config.mk WORK_HOME=/design/flow/orfs finish
--- ./config.mk ---
export PLATFORM = sky130hd
export DESIGN_NAME = mux_MEMORY_REGISTERS
export DESIGN_NICKNAME = mux_MEMORY_REGISTERS
export VERILOG_FILES = /design/flow/design.v
export SDC_FILE = /design/flow/constraint.sdc
export NUM_CORES = 4
export LEC_CHECK = 1
export CORE_AREA = 10 10 111 111
export DIE_AREA = 0 0 121 121
--- ./constraint.sdc ---
current_design mux_MEMORY_REGISTERS

set clk_period 2.2
set clk_io_pct 0.2

create_clock -name clk0 -period $clk_period

set non_clock_inputs [all_inputs -no_clocks]
set_input_delay [expr $clk_period * $clk_io_pct] -clock clk0 $non_clock_inputs
set_output_delay [expr $clk_period * $clk_io_pct] -clock clk0 [all_outputs]
--- ./design.v ---
module mux_MEMORY_REGISTERS (
  input  wire [2:0]  MemToReg,
  input  wire [31:0] input_1,
  input  wire [31:0] input_2,
  input  wire [31:0] input_3,
  input  wire [31:0] input_4,
  input  wire [31:0] input_5,
  input  wire [31:0] input_6,
  output wire [31:0] result
);
  wire [31:0] aux_1;
  wire [31:0] aux_2;
  wire [31:0] aux_3;
  wire [31:0] aux_4;
  wire [31:0] aux_5;
  assign aux_1  = MemToReg[0] ? input_2 : input_1;
  assign aux_2  = MemToReg[0] ? input_4 : input_3;
  assign aux_3  = MemToReg[0] ? input_6 : input_5;
  assign aux_4  = MemToReg[1] ? aux_2   : aux_1;
  assign aux_5  = MemToReg[1] ? 32'b00000000000000000000000011100011 : aux_3;
  assign result = MemToReg[2] ? aux_5 : aux_4;
endmodule 
==> reports/metrics.yaml <==
run_status:
  status: "completed"
timing:
  max_freq_mhz: 480
  rsz0062_at_grt: "no"
  fin_crit_ns: 2.08
  setup_slack_ns: 0.118
  max-slew-margin-rel_pct: 82.7
  setup_violations: 0
  final_hold_viol_count: 0
  drv_slew: 0
  worst_pin_slew_ns: 0.252
  fin_crit_sh_pct: 94.6
  holdWs_ns: 1.50
  finalSetupTns_ns: 0
layout:
  flops: 0
  finish.utilization_pct: 43.9
  logic_area_mm2: 0.00159
  nFillCells: 949
  drive_gt1_share_pct: 16.6
  nClkBuffers: 0
  finalNonFillerCells: 555
  regArea_um2: 0
  syn_to_final_growth_pct: 145
yosys:
  syn_area_mm2: 0.00177
  ys_top_cells_by_area: "mux2i_1 33%, mux2_4 19%, o221ai_1 11%"
  synth.most_common_cell: "mux2i_1"
  top_cells_by_count: "59 x mux2i_1, 27 x nand2_1, 22 x mux2_4, 22 x o221ai_1, 15 x a211oi_1"
  ys_seq_share_pct: 0
  synth.avg_cell_area_um2: 9.35
  ys_chip_area_mm2: 0.00177
  synth.distinct_cells: 18
  synth_warnings: 0
  ys_cells: 189
  top_area_share_pct: 33.4
  syn_inst: 189
  netlist.top_cell.by_area: "mux2i_1"
setup_path:
  critPathArrivalTime_ns: 1.64
  start_kind: "primary input"
  path_buffers: 3
  critPathCaptureType: "output pin"
  path_max_fanout: 12
  max_stage_delay_ns: 0.31
  cp_cell_sequence: "buf_2 > buf_4 > mux2i_1 > o221ai_1 > dlygate4sd2_1"
  crit_family: "buffers and inverters"
  slowest_stage: "buf_4"
  required_ns: 1.76
  critPathKind: "in -> out"
  cp-startpoint: "MemToReg[0]"
die:
  floorplan.core_util_pct: 17.9
  dieArea_mm2: 0.0146
  rows: 36
  die_width_um: 121
  core_mm2: 0.00986
  num_io_pins: 227
  die_y_um: 121
routing:
  drc: 0
  drt_iter0_drc: 61
  postRouteAntennaNets: 0
  avgRoutedWirePerCell_um: 19.4
  antenna_cells: 0
  vias: 2398
  drtPass1Iterations: 4
  drt-total-wl_mm: 10.8
  vias_per_cell: 4.32
grt:
  busiest_layer: "met2"
  grt_max_degree: 26
  grt_util_met2_pct: 24.5
  met1_usage_pct: 17.0
  grt_overflow: 0
  antenna_found_initial: 0
  grt_first_pass_wirelength_mm: 15.9
  grtUsageTotal_pct: 13.7
  grt_pass1_vias: 2595
  grt_use_met3_pct: 3.68
placed_design:
  globalplace.congestion: 0.896
  io_buffers: 227
  dp_hpwl_mm: 9.06
  pre_cts_slack_ns: -0.357
  dp_cells: 551
power:
  p_leak_nw: 1.84
  p_clk_share_pct: 0
  comb_power_share_pct: 100.0
  p_sw_share_pct: 28.9
  intPower_mw: 0.564
  peakVddDrop_mv: 0.0657
  seqPwrFrac_pct: 0
  powerDensity_mw_per_mm2: 183
  switching_power_mw: 0.229
cts:
  cts_hold_buf: 0
flow_run:
  openroad.warnings: 32
  maxCapViolations: 0
hold_path:
  min_path_type: "in -> out"
  hold_path_startpoint: "MemToReg[1]"
routing by layer:
metal	up-vias	routed length (um)
met4	0	0
met3	0	957
met5	-	0
met2	125	5390
li1	1213	-
met1	1060	4410
path summary, 6_finish.rpt:
kind / to / slack (ns) / depth (start not counted)
hold / removal: result[2] / 1.50 / 4
setup / recovery: result[18] / 0.12 / 5
through the flow:
step	instance area (um^2)	total power [mW]
after floorplan	1770	0.280
after global placement	4230	0.807
after detailed placement	4230	0.811
after CTS	4330	0.805
after global routing	4330	0.857
final	4330	0.793
kinds of logic after synthesis:
| group | synth area share, % |
|---|---|
| and+or+nand+nor | 10.8 |
| muxes | 55.3 |
| AOI/OAI and AO/OA | 21.5 |
| buffers and inverters | 12.4 |
placed cells by master (no fill, tap or decap):
master and count:
nand2_1 27, nand2b_2 1, buf_12 7, nor2b_1 9, buf_6 7, nand2b_4 1
clkdlybuf4s15_2 1, o221ai_1 22, o221ai_2 4, a211oi_2 5, buf_4 12, buf_16 1
mux2i_1 59, mux2_4 22, buf_8 1, mux2_2 4, dlygate4sd2_1 32, clkdlybuf4s50_1 192
buf_2 1, nor2b_2 1, a211oi_1 10, nor2_4 1, mux2_1 1, o221ai_4 1
power by group through the flow:
stage,logic (mW),registers (mW),clock network (mW)
4_1_cts,0.805,0,0
5_1_grt,0.857,0,0
6_report,0.793,0,0
what timing repair did:
action / CTS / global route
buffers inserted: 2 / 0
gates resized: 54 / 0
setup endpoints to repair: 32 / 0
area by class of cell:
type | instances | share of cell area [%]
timing repair buffer | 254 | 59.3
tap | 133 | 3.84
multi-input combinational | 168 | 36.8
worst min-delay path, delay by kind of cell:
kind                   cells  cell delay [ns]
AOI/OAI and AO/OA          1             0.15
muxes                      1             0.09
buffers and inverters      2             0.38
No activity file was given, so power comes from the tool's default toggle rates.
