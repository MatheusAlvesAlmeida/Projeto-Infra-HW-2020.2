$ cat flow/design.v
module mux_ULA_PC (
  input  wire [1:0]  PCSource,
  input  wire [31:0] input_1,
  input  wire [31:0] input_2,
  input  wire [31:0] input_3,
  input  wire [31:0] input_4,
  output wire [31:0] result
);
  wire [31:0] aux_1;
  wire [31:0] aux_2;
  assign aux_1  = PCSource[0] ? input_2 : input_1;
  assign aux_2  = PCSource[0] ? input_4 : input_3;
  assign result = PCSource[1] ? aux_2 : aux_1;
endmodule
$ cat flow/run.sh
#!/bin/bash
# OpenROAD 26Q1-2900-gdf79404cd8, Yosys 0.63+post, stock flow scripts
make -C /OpenROAD-flow-scripts/flow DESIGN_CONFIG=/design/flow/config.mk WORK_HOME=/design/flow/orfs finish
$ cat flow/config.mk
export PLATFORM = sky130hd
export DESIGN_NAME = mux_ULA_PC
export DESIGN_NICKNAME = mux_ULA_PC
export VERILOG_FILES = /design/flow/design.v
export SDC_FILE = /design/flow/constraint.sdc
export NUM_CORES = 4
export LEC_CHECK = 1
export CORE_AREA = 10 10 76 76
export DIE_AREA = 0 0 86 86
$ cat flow/constraint.sdc
current_design mux_ULA_PC

set clk_period 1.0
set clk_io_pct 0.2

create_clock -name clk0 -period $clk_period

set non_clock_inputs [all_inputs -no_clocks]
set_input_delay [expr $clk_period * $clk_io_pct] -clock clk0 $non_clock_inputs
set_output_delay [expr $clk_period * $clk_io_pct] -clock clk0 [all_outputs]
==> flow_summary.ini <==
; synthesis and place-and-route metrics
[run]
cap_violations = 0
warnings = 36

[critical_path]
crit_path_max_incr_delay_ns = 0.48
worstPathArrival_ns = 1.15
crit_path_start_kind = input port
crit_required_ns = 0.80
crit_path_cell_trace = buf_12 -> buf_16 -> buf_12 -> mux4_2 -> buf_2
critPathKind = in2out
crit_slowest_cell = mux4_2
critPathCaptureType = output pin
cp_common_cell = buf_12
critPathMaxFanout = 5

[final_timing]
post-route-period-util_pct = 135
hold_viol = 0
setup_ws_ns = -0.350
worstMarginPinSlew_ns = 0.104
fmax_mhz = 741
relSlewSlack_pct = 93.1
setup_viol = 32
drv_slew = 0
tns_ns = -9.24
layout_min_cycle_time_ns = 1.35
rsz0062_at_grt = yes

[die]
die_h_um = 86
core_area_mm2 = 0.00412
ios = 162
fp-row-count = 23
chipArea_mm2 = 0.00740
die_w_um = 86
fp_util_pct = 19.8

[synth]
avgSynthCellArea_um2 = 20.9
netlist_area_um2 = 815
ys_cells = 39
ys_top_cells_by_count = 30 x mux4_2, 3 x buf_12, 3 x buf_2, 2 x mux4_1, 1 x buf_6
yosysTopAreaCell = mux4_2
synth_top_area_share_pct = 82.9
netlist_instances = 39
area_leaders = mux4_2 83%, buf_12 7.4%, mux4_1 6.5%
synth_seq_share_pct = 0
top_cell = mux4_2
ys_types = 5
yosys_warnings = 0
ys_area_um2 = 815

[grt]
grt_pass1_vias = 1428
grt_max_degree = 17
antenna_found_initial = 2
grt_usage_pct = 15.9
grt_pass1_wl_um = 8780
grt_overflow = 0

[finish]
n_sequential_cell = 0
drive_above_1_share_pct = 37.9
area.sequential_um2 = 0
nClkBuffers = 0
synthToLayoutAreaGrowth_pct = 186
finalInstanceArea_mm2 = 0.00233

[hold_path]
min_path_type = in2out
whs_path_depth = 3

[placement]
place.gp.congestion = 0.848
portBuffers = 162
place_area_mm2 = 0.00247

[routing]
detail-route-antenna-nets = 0
firstDrtPassIters = 4
wl_per_cell_um = 23.5
drtIter0Drc = 22
vias = 1179
vias_per_cell = 4.57
drcViolationCount = 0
wl_um = 6070

[cts]
ctsHoldBuffers = 0

[status]
failed_checks = setup timing
outcome = finished with violations

[power]
leakage_nw = 1.13
peakVddDrop_mv = 0.181
power_density_mw_per_mm2 = 368
==> logic make-up after synthesis <==
kind of cell and synth area share (%):
buf+inv 10.6, mux 89.4
==> final timing paths <==
kind        start    endpoint  slack (ns)
max   PCSource[0]   result[8]       -0.35
min   input_3[29]  result[29]        0.88
==> report_power, final <==
group | total [mW] | switching (mW) | internal, mW
logic | 0.857 | 0.218 | 0.640
clock network | 0.000000267 | 0 | 0.000000267
registers | 0 | 0 | 0
total | 0.857 | 0.218 | 0.640
==> critical path, delay by kind of cell <==
kind                   cells  cell delay [ns]
buffers and inverters      4             0.46
muxes                      1             0.48
==> routing by layer <==
layer	up-vias	track usage, %	wire length (um)
met5	-	0	0
met4	0	0	0
met3	0	8.58	759
met2	86	28.1	3190
met1	546	17.6	2120
li1	547	-	-
==> cells in the final DEF, fill, tap and decap left out <==
cell type,instances
dlygate4sd2_1,128
mux4_2,32
buf_2,31
buf_12,5
buf_4,4
buf_16,3
diode_2,2
buf_6,2
bufbuf_16,1
==> layout make-up <==
class                           instances  area [um2]
Timing Repair Buffer                  174        1540
Multi-Input combinational cell         32         721
Antenna cell                            2        5.00
Fill cell                             403        1780
Tap cell                               50        62.6
==> stage by stage <==
stage	total power, mW	cells	hold slack, ns	utilization, %	worst slack (ns)
final	0.857	258	0.883	56.7	-0.350
after global routing	0.922	258	0.896	56.7	-0.385
after CTS	0.869	256	0.888	56.4	-0.350
after detailed placement	1.08	247	1.30	60.0	-0.908
after global placement	1.08	247	1.31	60.0	-0.908
after floorplan	0.287	39	0.486	-	-0.0916
==> timing repair <==
action	CTS	global route
setup endpoints to repair	32	32
cloned	4	0
setup buffers	5	0
resized	245	1
Power and IR drop assume default switching activity.
