### design/flow/config.mk
export PLATFORM = sky130hd
export DESIGN_NAME = mux_B_ULA
export DESIGN_NICKNAME = mux_B_ULA
export VERILOG_FILES = /design/flow/design.v
export SDC_FILE = /design/flow/constraint.sdc
export NUM_CORES = 4
export LEC_CHECK = 1
export CORE_AREA = 10 10 85 85
export DIE_AREA = 0 0 95 95
### design/flow/constraint.sdc
current_design mux_B_ULA

set clk_period 2.7
set clk_io_pct 0.2

create_clock -name clk0 -period $clk_period

set non_clock_inputs [all_inputs -no_clocks]
set_input_delay [expr $clk_period * $clk_io_pct] -clock clk0 $non_clock_inputs
set_output_delay [expr $clk_period * $clk_io_pct] -clock clk0 [all_outputs]
### design/flow/design.v
module mux_B_ULA (
  input  wire [2:0]  ALUSrcB,
  input  wire [31:0] input_1,
  input  wire [31:0] input_3,
  input  wire [31:0] input_4,
  input  wire [31:0] input_5,
  output wire [31:0] result
);
  wire [31:0] aux_1;
  wire [31:0] aux_2;
  wire [31:0] aux_3;
  assign aux_1  = ALUSrcB[0] ? 32'b00000000000000000000000000000100 : input_1;
  assign aux_2  = ALUSrcB[0] ? input_4 : input_3;
  assign aux_3  = ALUSrcB[1] ? aux_2   : aux_1;
  assign result = ALUSrcB[2] ? input_5 : aux_3;
endmodule 
### design/flow/run.sh
#!/bin/bash
# OpenROAD 26Q1-2900-gdf79404cd8, Yosys 0.63+post, stock flow scripts
make -C /OpenROAD-flow-scripts/flow DESIGN_CONFIG=/design/flow/config.mk WORK_HOME=/design/flow/orfs finish
==> results.rst <==
Run summary
-----------

.. list-table::
   :header-rows: 1

   * - Metric
     - Value
   * - Result of the run
     - complete, no violations
   * - # Post-CTS Setup Buffers
     - 0
   * - Flop count
     - 0
   * - XOR/XNOR Area Share
     - 0%
   * - Largest net degree at the start of global routing
     - between 40 and 50
   * - Standard-cell rows
     - 27
   * - Period minus WS final
     - 2.360 ns
   * - Total area of multi-input combinational cells
     - 1122 sq um
   * - Share of the cycle needed by the critical path after routing
     - between 80 and 90%
   * - Total I/O pin count
     - ~160
   * - Finished Core Util
     - a little over half
   * - Crit path arrival time
     - approximately 1.8 ns
   * - Required time of the critical path
     - 2.16 ns
   * - Chip width
     - approximately 95 microns
   * - Total of endpoints with negative setup slack in the final report
     - 0
   * - Core ar.
     - 5473 sq um
   * - Final weighted congestion of routability-driven global placement
     - about 0.85
   * - Die height
     - 95 microns
   * - Fill count
     - about 540
   * - Max-cap violation count
     - 0
   * - Aggregate global-route resource usage
     - 14.01%
   * - Synthesis-to-layout area growth
     - 129.4%
   * - Wirelength, routed
     - 6766 microns
   * - Critical path start-end classification
     - in2out
   * - Netlist area before placement
     - roughly 1300 sq um
   * - First-iteration detailed-routing DRC count
     - about 57
   * - Most area-consuming cells after synthesis
     - sky130_fd_sc_hd__o211ai_2 (29%), sky130_fd_sc_hd__mux2i_1 (25%), sky130_fd_sc_hd__nand4b_1 (21%), sky130_fd_sc_hd__nand2_1 (9.1%), sky130_fd_sc_hd__buf_12 (4.7%)
   * - Residual DRC
     - 0
   * - Detailed-router iteration count before antenna repair
     - 4
   * - Number of OpenROAD warnings
     - 33
   * - Total number of vias
     - around 1800
   * - Simple-gate area share of the yosys netlist
     - 31.77%
   * - First-pass GRT wire length
     - roughly 10000 microns
   * - Top-area cell share
     - 29.24%
   * - Clock Buffer Count
     - 0
   * - Tally of buffers added on design ports
     - 163
   * - Yosys warning tally
     - 0
   * - Number of instances in the placed design
     - between 300 and 400
   * - Startpoint of the worst setup timing path
     - ALUSrcB[0]
   * - Top cell types by occurrence after synthesis
     - sky130_fd_sc_hd__mux2i_1 (32), sky130_fd_sc_hd__nand2_1 (31), sky130_fd_sc_hd__nand4b_1 (31), sky130_fd_sc_hd__o211ai_2 (30), sky130_fd_sc_hd__clkbuf_1 (10)
   * - Die Size
     - approximately 9000 sq um
   * - Top cell type by instance count after synthesis
     - sky130_fd_sc_hd__mux2i_1
   * - Power per cell area
     - around 150 nW/um^2
   * - Fin cells
     - 375
   * - Ao+oa area frac
     - 30.51%
   * - Actual slew at the worst max-slew pin
     - 0.3334 ns
   * - Routed length per placed instance
     - 18.04 microns
   * - Overflow left after global routing
     - 0
   * - Peak fanout along the critical path
     - 22
   * - Count of final max-slew check failures
     - 0
   * - Worst vdd ir
     - ~0.065 mV
   * - Yosys adder share
     - 0%
   * - Maximum frequency from static timing analysis
     - between 400 and 500 MHz
   * - Post-synth seq share
     - 0%
   * - Post-synthesis average cell area
     - approximately 8.4 sq um
   * - Total area of sequential cells
     - 0 sq um
   * - Prevailing logic family in the synthesized netlist
     - simple AND/OR/NAND/NOR gates
   * - Number of antenna violations at the first check in global routing
     - 0
   * - Leakage power summed over all cells
     - about 1.2 nW
   * - Cells after Synth
     - roughly 150
   * - Synth cell types
     - 16
   * - Fin Setup TNS
     - 0 ns
   * - MUX share of area
     - 24.95%
   * - Max_slew headroom
     - between 70% and 80%
   * - Count of endpoints failing hold in the final timing report
     - 0
   * - Share of cells above drive strength 1
     - ~14%
   * - Hold Startpoint
     - ALUSrcB[0]
   * - Sum of net half-perimeters after detailed placement
     - between 5000 and 6000 microns
   * - CP Capture Type
     - primary output
   * - Largest area contributor in the synthesized netlist
     - sky130_fd_sc_hd__o211ai_2
   * - Number of diodes added for antenna fixing
     - 0
   * - Yosys chip area
     - ~1300 sq um
   * - Number of cells in the yosys synthesis report
     - 152
   * - Initial cell density of the core
     - 23.46%
   * - Residual antenna-violating net count after detailed routing
     - 0
   * - Startpoint kind of the worst setup timing path
     - primary input
   * - Setup repair after global routing missed its margin
     - false
   * - Vias per Instance
     - between 4 and 5
   * - Path class of the lowest-slack min-delay path
     - in2out
   * - Number of global-route vias before repair
     - between 1500 and 2000
path summary, 6_finish.rpt:
check	endpoint	depth (start not counted)	slack, ns
setup / recovery	result[13]	5	0.34
hold / removal	result[2]	5	1.74
layout make-up:
cell class / instances / area share [%]
inverter: 1 / 0.1274
multi-input combinational: 129 / 38.11
tap: 72 / 3.059
timing repair buffer: 173 / 58.71
worst max-delay path, cell delays in order:
cell	delay (ns)
sky130_fd_sc_hd__dlymetal6s2s_1	0.15
sky130_fd_sc_hd__or2_4	0.27
sky130_fd_sc_hd__buf_12	0.17
sky130_fd_sc_hd__o211ai_2	0.16
sky130_fd_sc_hd__clkdlybuf4s50_1	0.52
metal layers:
layer	part of all wire, %	track usage [%]	vias to the layer above
li1	-	-	899
met1	37	16.06	769
met2	48	23.57	99
met3	15	7.933	2
met4	0.37	0.3741	0
met5	0	0	-
what timing repair did:
item                                    in CTS  in global routing
hold buffers                                 0                  0
resized                                      1                  4
pin swaps                                    0                  1
endpoints found under the setup margin      32                 31
placed cells by master, fill, tap and decap left out:
cell type,count
sky130_fd_sc_hd__nor2_1,1
sky130_fd_sc_hd__o211ai_2,30
sky130_fd_sc_hd__dlymetal6s2s_1,2
sky130_fd_sc_hd__o211ai_1,1
sky130_fd_sc_hd__mux2i_1,32
sky130_fd_sc_hd__or2_4,1
sky130_fd_sc_hd__buf_12,2
sky130_fd_sc_hd__clkdlybuf4s50_1,158
sky130_fd_sc_hd__nand4b_1,31
sky130_fd_sc_hd__buf_6,1
sky130_fd_sc_hd__nor4bb_1,1
sky130_fd_sc_hd__a221oi_1,1
sky130_fd_sc_hd__buf_4,7
sky130_fd_sc_hd__inv_1,1
sky130_fd_sc_hd__nand2_1,31
sky130_fd_sc_hd__buf_2,2
sky130_fd_sc_hd__dlygate4sd2_1,1
power by group:
part           internal [mW]  total, mW  switching, mW
logic                  0.313      0.445          0.132
clock network              0          0              0
registers                  0          0              0
total                  0.313      0.445          0.132
stage by stage:
step | total power [mW] | cell area, sq um | hold slack [ns] | setup WS (ns)
detailed placement | 0.4508 | 2935 | 1.973 | -0.04976
global placement | 0.4511 | 2935 | 1.969 | -0.06267
floorplan | 0.1533 | 1284 | 1.155 | 0.9009
finish | 0.4446 | 2945 | 1.742 | 0.3398
CTS | 0.4523 | 2934 | 1.869 | -0.04854
global route | 0.4839 | 2945 | 1.824 | 0.2715
logic make-up (layout without fill, tap and decap cells):
logic type | count (synthesis) | in the layout
AND-OR/OR-AND | 32 | 32
buffers and inverters | 23 | 174
multiplexers | 32 | 32
AND/OR/NAND/NOR | 65 | 65
Power and IR drop assume default switching activity.
